### /design/flow/design.v
module uart_rx(
  input clk,
  input rst,
  input receive,
  input baud_tick,
  input rx,
  output  [7:0]data_out);
  reg [9:0]reg_rx;
  reg [2:0]count;
  reg[1:0]state,next_state;
  localparam IDLE  = 2'b00;
  localparam DATA  = 2'b01 ;
  localparam STOP  = 2'b10 ;
  always@(posedge clk)begin
    if(rst)
      state <= IDLE ;
    else
      state <= next_state ;
  end
  always@(*)begin
    case(state)
      IDLE   : begin
                if(receive)
        		  next_state = DATA ;
                else
                  next_state = IDLE;
                end
      DATA   : begin
        		if(baud_tick && count == 7)
          		  next_state = STOP ;
                else
                  next_state = DATA ;
      		   end
      STOP   : begin
       			if(baud_tick)
         		  next_state = IDLE ;
       			else
         		  next_state = STOP ;
     		   end
     endcase
   end
   always@(posedge clk)begin
        if(rst)begin
          reg_rx   <= 8'b0;
          count    <= 3'b0;
        end
        else begin
          if(baud_tick)begin
          case(state)
            IDLE : begin
              		if(receive)
                      reg_rx <= {rx,reg_rx[9:1]};
            	   end
            DATA : begin
              		if(baud_tick && count == 7)
                      reg_rx <= {rx,reg_rx[9:1]};
            	   end
            STOP : begin
              		if(baud_tick)
                      reg_rx <= {rx,reg_rx[9:1]};
                   end
          endcase
          end
        end
    end
    assign data_out = reg_rx ;
endmodule
module baud_gen(
  input clk,
  input rst,
  output reg baud_tick);
  parameter FRE 	  = 50_000_000;
  parameter BAUD_RATE = 9600 ;
  parameter COUNT_MAX = FRE / BAUD_RATE ;
  reg [13 : 0]count ;
  always@(posedge clk)begin
    if(rst)begin
      baud_tick <= 0;
      count     <= 0;
    end
    else begin
      if(count == COUNT_MAX - 1)begin
        baud_tick <= 1 ;
        count	  <= 0 ;
      end
      else begin
        baud_tick <= 0;
        count     <= count + 1;
      end
    end
  end
endmodule
 module top_module(
  input clk,
  input rst,
  input receive,
  input rx,
  output [7:0]data_out);
  wire baud_tick;
  baud_gen b(clk,rst,baud_tick);
  uart_rx r(clk,rst,receive,baud_tick,rx,data_out);
endmodule
### /design/flow/run.sh
#!/bin/bash
# OpenROAD 26Q1-2900-gdf79404cd8, Yosys 0.63+post, stock flow scripts
make -C /OpenROAD-flow-scripts/flow DESIGN_CONFIG=/design/flow/config.mk WORK_HOME=/design/flow/orfs finish
### /design/flow/config.mk
export PLATFORM = sky130hd
export DESIGN_NAME = top_module
export DESIGN_NICKNAME = top_module
export VERILOG_FILES = /design/flow/design.v
export SDC_FILE = /design/flow/constraint.sdc
export NUM_CORES = 4
export LEC_CHECK = 1
export CORE_AREA = 10 10 110 110
export DIE_AREA = 0 0 120 120
### /design/flow/constraint.sdc
current_design top_module

set clk_period 2.1
set clk_io_pct 0.2

create_clock -name clk0 -period $clk_period [get_ports {clk}]

set non_clock_inputs [all_inputs -no_clocks]
set_input_delay [expr $clk_period * $clk_io_pct] -clock clk0 $non_clock_inputs
set_output_delay [expr $clk_period * $clk_io_pct] -clock clk0 [all_outputs]
==> results_tabular.tex <==
% Auto-generated results table
\begin{tabular}{lr}
\hline
Metric & Value \\
\hline
\multicolumn{2}{l}{\textbf{Worst setup path}} \\
Master of the slowest instance on the critical path & clkdlybuf4s50\_1 \\
Capture point of the worst reg-to-reg path & b.count[11] \\
CP endpoint & data\_out[7] \\
Worst setup path startpoint & r.reg\_rx[7] \\
Worst Path Arrival & 1.15 ns \\
Worst Setup End Kind & output pin \\
Category of the critical setup timing path & register to output pin \\
Data required time of the worst path & 1.68 ns \\
Path length in cells of the critical path & 1 \\
Number of cell instances on the worst register-to-register path & 5 \\
Crit Reg-Reg Startpoint & b.count[0] \\
Sequence of cells on the critical path & clkdlybuf4s50\_1 \\
CP bufs+invs & 1 \\
Flop2flop setup slack & 0.61 ns \\
Critical path startpoint category & register \\
Kind of cell adding the most delay to the critical path & buffers and inverters \\
Longest individual stage delay on the worst path & 0.51 ns \\
Crit Path Max Fanout & 3 \\
\multicolumn{2}{l}{\textbf{Final timing}} \\
Endpoints left unconstrained & 2 \\
Hold violation count in the final report & 0 \\
Worst clock skew on the final layout & 0.00502 ns \\
Crit share post-route & 0.746 \\
Upper clock frequency limit & 0.638 GHz \\
Setup Total Neg Slack & 0 ns \\
Tightest Pin Transition & 0.316 ns \\
RSZ-0062 raised after global routing & false \\
Worst slew margin & 0.787 \\
Minimum clock period after layout & 1.57 ns \\
Slew Viols, Final & 0 \\
Final count of negative-setup-slack endpoints & 0 \\
Number of register pins that no clock reaches & 2 \\
\multicolumn{2}{l}{\textbf{Yosys}} \\
Top flip-flop cell by instance count after synthesis & dfxtp\_1 \\
Cell type with the largest total area after synthesis & dfxtp\_1 \\
Instance count of the mapped netlist & 131 \\
\# Cells Yosys & 131 \\
Avg Synthesized Cell Area & 9.55 sq um \\
Register bit total from synthesis & 29 \\
Proportion of synthesized flip-flops having asynchronous set or reset & 0 \\
Share of Yosys cell area claimed by the top area cell type & 0.432 \\
Netlist Area Pre-Place & 1250 sq um \\
Total of warnings raised by yosys & 2 \\
Post-synth tally of flip-flops with integrated enable & 0 \\
YS chip area & 1250 sq um \\
Cell types occupying the most area after synthesis & dfxtp\_1, nor2\_1, mux2i\_1 \\
Number of library cell types mapped by synthesis & 25 \\
\multicolumn{2}{l}{\textbf{Power and ir drop}} \\
IR Drop Worst-Case VDD & 0.263 mV \\
Power per unit of standard cell area & 563 nW/um\^{}2 \\
Leakage power & 0.572 nW \\
\multicolumn{2}{l}{\textbf{Global route}} \\
Overflow left after global routing & 0 \\
First-pass GRT wire length & 3.48 mm \\
Maximum number of pins on one net before global-route repair & 17 \\
Number of antenna violations at the first check in global routing & 0 \\
Via count of the first global-routing pass & 745 \\
Aggregate global-route resource usage & 0.0287 \\
\multicolumn{2}{l}{\textbf{Run status}} \\
Outcome & finished, final reports clean \\
\multicolumn{2}{l}{\textbf{Floorplan}} \\
Number of rows in the core area & 36 \\
Horiz. Die Dim & 120 microns \\
Pre-placement core utilization & 0.128 \\
Standard cell core area & 9770 sq um \\
Die Y & 120 microns \\
Count of boundary I/O pins & 12 \\
Total die size & 14,400 sq um \\
\multicolumn{2}{l}{\textbf{Routing}} \\
Routed Antenna Nets & 0 \\
Detailed-route DRC error count & 0 \\
First DRT Iteration DRCs & 50 \\
Post-detailed-route wirelength per cell & 7.76 microns \\
Ratio of routed vias to standard cells & 3.04 \\
Overall routed net length & 2.09 mm \\
Antenna diode instance count & 0 \\
Number of iterations in the first detailed-routing pass & 3 \\
Count of vias placed by the detailed router & 819 \\
\multicolumn{2}{l}{\textbf{Worst hold path}} \\
Min-delay worst type & register to register \\
\multicolumn{2}{l}{\textbf{Placement}} \\
Number of port buffers & 11 \\
Cells after DPL & 265 \\
Routability-driven placement congestion ratio & 0.796 \\
Detailed placer's ending HPWL & 1.54 mm \\
\multicolumn{2}{l}{\textbf{Finish}} \\
Layout cell share with drive strength beyond 1 & 0.0809 \\
Layout overhead on the synthesized area & 20.5\% \\
Final cell count without fillers & 269 \\
\multicolumn{2}{l}{\textbf{Flow run}} \\
\# Max-Cap Violations & 0 \\
OpenROAD warning count & 29 \\
\multicolumn{2}{l}{\textbf{Clock network}} \\
Total clock buffers created by CTS & 3 \\
Cts hold-fix bufs & 0 \\
Deepest level of the CTS H-tree & 1 \\
Clock root cell & clkbuf\_8 \\
Buffer depth of the longest clock path & 2 \\
Register clock-pin slew on the reported worst setup and hold paths & 0.09 ns \\
Clock insertion delay at the later pin of the skew report & 0.27 ns \\
CTS tree & built \\
Number of gates given a new drive strength after cts & 0 \\
Post-CTS repair timing setup buffer count & 0 \\
\hline
\end{tabular}
[cells by family (layout without fill, tap and decap cells)]
kind of cell,after synthesis,count (layout),synth area share
xor gates and xnor gates,12,12,0.0840
adders and majority gates,6,6,0.0600
buffers and inverters,18,23,0.0850
DFF,27,27,0.432
latches,2,2,0.0240
muxes,11,11,0.0890
and+or+nand+nor,55,55,0.226
[metal layers]
layer | wire (microns) | global-route usage | part of all wire
met4 | 28 | 0.00377 | 0.013
met2 | 877 | 0.0447 | 0.42
met5 | 0 | 0 | 0
met3 | 145 | 0.0138 | 0.069
met1 | 1040 | 0.0364 | 0.50
[flip-flops by register name (all words and copies together) (netlist names)]
register      cells
b.count          14
r.reg_rx         10
r.state           2
b.baud_tick       1
r.next_state      2
[how the worst min path moves through the flow]
stage | depth (start not counted) | slack [ns] | startpoint | endpoint
after CTS | 1 | 0.48 | b.count[0] | b.count[0]
after global routing | 1 | 0.53 | b.count[0] | b.count[0]
final | 1 | 0.48 | b.count[0] | b.count[0]
[cell usage after synthesis, types with 3 or more instances]
library cell and n:
dfxtp_1 27, xnor2_1 7, buf_4 10, nand3_1 5, nor2_1 28, inv_1 6, ha_1 6, nor2b_1 3
xor2_1 5, mux2i_1 10, nand4_1 6
[cell usage in the layout, fill, tap and decap left out]
master / Yosys / final
nor2_1: 28 / 28
dfxtp_1: 27 / 27
clkdlybuf4s50_1: 0 / 11
mux2i_1: 10 / 10
xnor2_1: 7 / 7
inv_1: 6 / 6
nand4_1: 6 / 6
ha_1: 6 / 6
xor2_1: 5 / 5
nand3_1: 5 / 5
nor2b_1: 3 / 3
clkbuf_8: 0 / 3
or3_1: 2 / 2
nand2_1: 2 / 2
nor3_1: 2 / 2
buf_4: 10 / 2
dlxtn_1: 2 / 2
mux2_2: 1 / 1
nor4b_2: 1 / 1
nor4b_1: 1 / 1
and4b_2: 1 / 1
nand2b_2: 1 / 1
and4_2: 1 / 1
nand2b_1: 1 / 1
nor4_1: 1 / 1
clkinvlp_4: 0 / 1
[cell type report]
cell class,count,area [sq um]
sequential,29,571
inverter,6,22.5
multi-input combinational,84,574
fill,1102,8270
tap,133,166
clock inverter,1,7.51
clock buffer,3,41.3
timing repair buffer,13,125
[through the flow]
step	hold slack [ns]	instance area, sq um	setup WS [ns]	util	power, mW
final	0.481	1510	0.533	0.154	0.848
after global routing	0.531	1510	0.462	0.154	0.886
after CTS	0.485	1510	0.486	0.154	0.855
after detailed placement	0.464	1460	0.442	0.149	0.564
after global placement	0.457	1460	0.460	0.149	0.563
after floorplan	0.437	1250	0.760	-	0.552
[power by group]
part / total (mW) / internal [mW] / switching (mW)
Clock: 0.297 / 0.135 / 0.162
Combinational: 0.0279 / 0.0135 / 0.0144
Sequential: 0.524 / 0.517 / 0.00640
Power and IR drop assume default switching activity.
