File: ./design.v
module fifo(
  input clk,
  input rst,
  input w_en,
  input [7:0]data_in,
  output reg [7:0]data_out,
  output full,empty);
  reg [7:0]fifo[0:255] ;
  reg [3:0]w_ptr,r_ptr;
  always@(posedge clk or posedge rst)begin
    if(rst)begin
      w_ptr    <=   0 ;
      r_ptr    <=   0 ;
      data_out <= 8'b0 ;
    end
    else if(w_en && !full)begin
      fifo[w_ptr]	<= data_in ;
      w_ptr			<= w_ptr + 1'b1 ;
    end
    else if(!w_en && !empty)begin
      data_out 		<= fifo[r_ptr] ;
      r_ptr			<= r_ptr + 1'b1 ;
    end
  end
  assign full  = (w_ptr + 1'b1 == r_ptr);
  assign empty = (w_ptr == r_ptr);
endmodule
File: ./run.sh
#!/bin/bash
# OpenROAD 26Q1-2900-gdf79404cd8, Yosys 0.63+post, stock flow scripts
make -C /OpenROAD-flow-scripts/flow DESIGN_CONFIG=/design/flow/config.mk WORK_HOME=/design/flow/orfs finish
File: ./config.mk
export PLATFORM = sky130hd
export DESIGN_NAME = fifo
export DESIGN_NICKNAME = fifo
export VERILOG_FILES = /design/flow/design.v
export SDC_FILE = /design/flow/constraint.sdc
export NUM_CORES = 4
export LEC_CHECK = 1
export CORE_UTILIZATION = 40
export SYNTH_HDL_FRONTEND = slang
File: ./constraint.sdc
current_design fifo

set clk_period 5.2
set clk_io_pct 0.2

create_clock -name clk0 -period $clk_period [get_ports {clk}]

set non_clock_inputs [all_inputs -no_clocks]
set_input_delay [expr $clk_period * $clk_io_pct] -clock clk0 $non_clock_inputs
set_output_delay [expr $clk_period * $clk_io_pct] -clock clk0 [all_outputs]
==> ci_impl_report.md <==
## PnR job results

| Metric | Value |
|---|---|
| Setup violations, final | 0 |
| CTS Buf Count | 17 |
| Post-CTS Hold Buffers | 0 |
| Worst setup EP type | output pin |
| Worst vdd ir | 241.1 µV |
| Port Buf Inserts | 20 |
| Slew Limit Fails | 0 |
| All-layer global routing usage | 18.20% |
| Worst R2R Start | r_ptr[1] |
| Power per cell area | 541.7 mW/mm² |
| Clk slew on worst S/H paths | 0.06 ns |
| Deepest clock path buffer count | 2 |
| Synth Instances | 297 |
| Hold Path Sink | data_out[6] |
| Area grow syn2layout | 17.38% |
| Top cells by count, synth | 128 x edfxtp_1, 32 x mux4_2, 19 x nand2_1 |
| Mapped cell area | 0.005853 mm² |
| Std-Cell Rows | 43 |
| Final wirelength | 11450 µm |
| Placed inst area | 0.006319 mm² |
| EDFF count, synth | 128 |
| RSZ-0062 raised after global routing | no |
| Die Width | 123.0 µm |
| Top cells by area | edfxtp_1 66%, mux4_2 12%, dfrtp_1 6.8%, mux2i_1 2.7%, nand2_1 1.2% |
| Sw Ratio | 29.99% |
| CTS tree | yes |
| Router iterations before antenna repair | 4 |
| Most common cell in the synthesized netlist | edfxtp_1 |
| Hold-critical path depth | 2 |
| Sw power | 0.001116 W |
| # diodes | 0 |
| DR vias | 2866 |
| CP Max Fanout | 11 |
| Iteration-0 DRC Markers | 195 |
| Internal Pwr Total | 0.002606 W |
| Post-CTS Setup Inserts | 0 |
| Initial antenna violation count | 0 |
| Core region area | 0.01410 mm² |
| I/O pin count | 21 |
| Antenna-violating nets left | 0 |
| Post-route core utilization | 48.74% |
| Status | completed |
| Worst Max-Slew Pin Slew | 0.8777 ns |
| # DRC | 0 |
| Hold Worst Slack | 0.4973 ns |
| Chip height | 123.0 µm |
| Power share of the clock group | 30.4% |
| Routability congestion estimate | 0.8718 |
| Worst Path Required | 4.16 ns |
| Yosys warning tally | 0 |
| Reg-to-Reg End | data_out[3] |
| Seq share, synth | 72.51% |
| Hold path start | data_out[6] |
| Resized Gates After CTS | 0 |
| Tool warnings | 28 |
| Comb power frac | 29.5% |
| Max_slew headroom | 41.27% |
| Yosys stat area | 0.005853 mm² |
| Setup crit start kind | flip-flop |
| Max Freq | 0.2433 GHz |
| H-tree Lvls | 4 |
| Main synth FF type | edfxtp_1 |
| Crit path DAT | 3.07 ns |
| Reg2reg setup slack | 2.44 ns |
| Wirelength per Cell | 21.56 µm |
| Distinct lib cells used | 35 |
| Fin crit share | 79.04% |
| Largest net degree at the start of global routing | 37 |
| Gr ovfl total | 0 |
| Number of global-route vias before repair | 3172 |
| Vias per cell | 5.397 |
| R2R depth | 5 |
| Pleak | 2.317 nW |
| Final Hold Viols | 0 |
| First-pass GRT wire length | 17930 µm |
| Number of cells in Yosys stat | 297 |
| Final Skew | 0.007040 ns |
| Filler instances | 1143 |
| Async S/R FF share, synth | 11.11% |
| Avg Cell Area, Syn | 19.71 µm² |
| Clock Sink Count | 144 |
| WS Path Type | flip-flop to output pin |
| Synth flops | 144 |
| Chip Area | 0.01512 mm² |
| FP Core Util | 41.52% |
| Share of cells above drive strength 1 | 24.50% |
| Setup_tns | 0 ns |
| Max-area cell share | 65.67% |
| Sequential fraction of design power | 40.1% |
| Design Area, Final | 0.006870 mm² |
| DP HPWL | 6703 µm |
| Min Tclk post-route | 4.110 ns |
| Max cap viols | 0 |
| Post-synth top area cell | edfxtp_1 |
| Clk latency of the worst-skew pair | 0.41 ns |
| Clock tree root driver cell | clkbuf_16 |
| Worst min path class | flip-flop to flip-flop |
-- cell usage in the layout (no fill, tap or decap), types with 2 or more instances in the layout --
| cell type | n |
|---|---|
| clkbuf_16 | 17 |
| clkinv_1 | 5 |
| nor3_1 | 8 |
| xnor2_1 | 3 |
| inv_1 | 5 |
| o221ai_1 | 8 |
| edfxtp_1 | 128 |
| nand2_1 | 19 |
| mux2i_1 | 16 |
| clkdlybuf4s50_1 | 20 |
| bufinv_16 | 2 |
| clkinv_2 | 4 |
| ha_1 | 5 |
| buf_4 | 17 |
| dfrtp_1 | 15 |
| mux4_2 | 32 |
| nand3_1 | 8 |
| clkinvlp_4 | 2 |
| mux2_2 | 2 |
| xor2_1 | 4 |
| nor2_1 | 12 |
-- layer usage --
metal	wire length (µm)	up-vias	GRT usage [%]
met1	4575	1458	27.31
met4	181	0	2.896
li1	-	1285	-
met2	5532	111	26.90
met3	1159	12	8.663
met5	0	-	1.042
-- critical path: stages, from the launching register on --
cell	delay (ns)
dfrtp_1	0.51
inv_1	0.12
ha_1	0.33
xnor2_1	0.18
nand3_1	0.20
nor2_1	0.72
clkdlybuf4s50_1	0.60
-- stage by stage --
stage               power, W  setup slack (ns)  instances
global placement    0.002612             1.623        499
finish              0.003722             1.090        531
floorplan           0.002313             2.349        297
CTS                 0.003772             1.095        531
global route        0.003919            0.8912        531
detailed placement  0.002627             1.528        499
-- sequential cells by signal, summed over array words and instances, names as in the netlist --
| name | cells |
|---|---|
| data_out | 8 |
| fifo | 128 |
| r_ptr | 4 |
| w_ptr | 4 |
-- worst max-delay path by stage --
stage,endpoint,startpoint,cells after the start
after CTS,full,w_ptr[0],6
after global routing,full,w_ptr[0],6
final,full,w_ptr[0],6
-- logic make-up (layout without fill, tap and decap cells) --
group,Yosys count,after routing,share of synthesized area [%]
compound gates,13,13,2.138
flops,144,144,72.51
xor+xnor,10,10,2.181
fa+ha+maj,5,5,1.069
mux,50,50,15.43
buf+inv,20,74,1.945
simple gates,55,55,4.724
-- power groups by stage --
stage | Sequential [W] | Combinational (W) | Clock [W]
after CTS | 0.00149 | 0.00112 | 0.00116
after global routing | 0.00151 | 0.00121 | 0.00120
final | 0.00149 | 0.00110 | 0.00113
-- layout make-up --
type	instances	area [µm²]	area share [%]
sequential	144	4245	61.79
timing repair buffer	37	327.8	4.771
multi-input combinational	133	1501	21.85
clock inverter	14	122.6	1.785
inverter	5	18.77	0.2732
tap	180	225.2	3.278
clock buffer	18	429.2	6.247
Power and IR drop assume default switching activity.
