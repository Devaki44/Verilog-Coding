`/design/flow/run.sh`:
```
#!/bin/bash
# OpenROAD 26Q1-2900-gdf79404cd8, Yosys 0.63+post, stock flow scripts
make -C /OpenROAD-flow-scripts/flow DESIGN_CONFIG=/design/flow/config.mk WORK_HOME=/design/flow/orfs finish
```
`/design/flow/config.mk`:
```
export PLATFORM = sky130hd
export DESIGN_NAME = simple_dpram
export DESIGN_NICKNAME = simple_dpram
export VERILOG_FILES = /design/flow/design.v
export SDC_FILE = /design/flow/constraint.sdc
export NUM_CORES = 4
export LEC_CHECK = 1
export CORE_UTILIZATION = 40
```
`/design/flow/constraint.sdc`:
```
current_design simple_dpram

set clk_period 1.6
set clk_io_pct 0.2

create_clock -name clk0 -period $clk_period [get_ports {clk1}]
create_clock -name clk1 -period $clk_period [get_ports {clk2}]

set non_clock_inputs [all_inputs -no_clocks]
set_input_delay [expr $clk_period * $clk_io_pct] -clock clk0 $non_clock_inputs
set_output_delay [expr $clk_period * $clk_io_pct] -clock clk0 [all_outputs]
```
`/design/flow/design.v`:
```
module  simple_dpram(
  input clk1,clk2,
  input rst1,rst2,
  input w_en,
  input r_en,
  input [1:0]addr1,
  input [1:0]addr2,
  input [7:0]data_in2,
  output reg [7:0]data_out1);  
  reg [7:0]dpram[0:3];
  always@(posedge clk1)begin
    if(rst1)
      data_out1 <= 0;
    else if(r_en)
      data_out1 <= dpram[addr1];
  end
  always@(posedge clk2)begin
    if(rst2)
      dpram[addr2] <= 0;
    else if(w_en)
      dpram[addr2] <= data_in2;
  end
endmodule
```
==> results.sh <==
# source this file to load flow results
export IMPL_status="completed"
export IMPL_preCtsSetupSlack_ns=-0.0945
export IMPL_die_height_um=64.5
export IMPL_cp_end_kind="register"
export IMPL_pwr_density_cell_nw_per_um2=1080
export IMPL_place_congestion=0.762
export IMPL_post_cts_buffers=0
export IMPL_grt_pass1_wl_um=3930
export IMPL_worstPathArrival_ns=1.33
export IMPL_drive_gt1_frac=0.185
export IMPL_ys_async_sr_fraction=0
export IMPL_avgSynthCellArea_um2=17.0
export IMPL_r2r_cells=2
export IMPL_holdPathStages=2
export IMPL_synthDistinctLibCells=17
export IMPL_ys_seq_share=0.717
export IMPL_grt_max_degree=17
export IMPL_edf_count=32
export IMPL_dieWidth_um=64.5
export IMPL_antenna_found_initial=0
export IMPL_cp_data_required_time_ns=1.52
export IMPL_cp_max_fo=8
export IMPL_yosys_area_top_type_share=0.614
export IMPL_cts_resized=0
export IMPL_tightest_slew_ns=0.513
export IMPL_areaGrowthSynthToFinish_pct=29.1
export IMPL_final_antenna_net_count=0
export IMPL_routed_wl_um=2390
export IMPL_placed_area_um2=1900
export IMPL_tool_warnings=26
export IMPL_leakagePower_nw=0.697
export IMPL_ff_type="edfxtp_1"
export IMPL_hold_class="reg -> reg"
export IMPL_drt_iter0_markers=42
export IMPL_cts_tree="yes"
export IMPL_synth_area_um2=1560
export IMPL_worstHoldStart="dpram[3][6]"
export IMPL_num_vias=887
export IMPL_yosys_cells=92
export IMPL_ys_warn_count=1
export IMPL_holdPathEnd="data_out1[6]"
export IMPL_final_area_um2=2020
export IMPL_grt_total_usage=0.138
export IMPL_fin_cells=178
export IMPL_worstReg2RegEnd="data_out1[7]"
export IMPL_maxCapViolations=0
export IMPL_setup_viol=0
export IMPL_slew_headroom=0.657
export IMPL_finalPower_mw=2.19
export IMPL_ir_drop_uv=608
export IMPL_hold_buffers=0
export IMPL_dpl_cell_count=167
export IMPL_cts_sinks=40
export IMPL_ys_ff=40
export IMPL_ff2ff_setup_slack_ns=0.68
export IMPL_regToRegStartpoint="data_out1[7]"
export IMPL_lay_top_cells="edfxtp_1, clkdlybuf4s50_1, mux2i_1"
export IMPL_grt_ovfl_total=0
export IMPL_grt_setup_unrepaired="no"
export IMPL_diodes=0
export IMPL_final_hold_violation_count=0
export IMPL_num_fill_cells=311
export IMPL_area_leaders="edfxtp_1, dfxtp_1, mux2i_1, or3b_2, o221ai_1"
export IMPL_placement_io_buffers=24
export IMPL_clk_pin_slew_ns=0.05
export IMPL_ys_chip_area_um2=1560
export IMPL_slew_violations=0
export IMPL_fp_coreArea_um2=3720
export IMPL_skew_ns=0
export IMPL_via_per_inst=4.98
export IMPL_crit_type="in -> reg"
export IMPL_initCoreUtil=0.421
export IMPL_fin_tns_setup_ns=0
export IMPL_dr_pass1_iters=4
export IMPL_final_common_cell="edfxtp_1"
export IMPL_io_pins=26
export IMPL_core_rowCount=22
export IMPL_drt_wirelength_per_cell_um=13.4
export IMPL_yosysTopAreaCell="edfxtp_1"
export IMPL_dieArea_um2=4160
export IMPL_drc_errors=0
export IMPL_synth_cells=92
export IMPL_worst_slack_ns=0.194
export IMPL_grt_pass1_vias=884
export IMPL_startpoint_type="input pin"
-- through the flow --
step                      hold slack [ns]   util
after floorplan                     0.507      -
after global placement              0.526  0.511
after detailed placement            0.537  0.511
after CTS                           0.595  0.543
after global routing                0.633  0.543
final                               0.589  0.543
-- flip-flops by register name, summed over array words and instances (netlist names) --
register	count
dpram	32
data_out1	8
-- power breakdown --
group	internal [mW]	switching, mW	total (mW)	leakage (nW)
logic	0.124	0.0779	0.202	0.308
clock network	0.464	0.306	0.770	0.0614
registers	1.20	0.0180	1.22	0.327
total	1.79	0.402	2.19	0.697
-- worst max-delay path: stages --
cell,delay (ns)
clkdlybuf4s50_1,0.47
nor2_1,0.07
and3b_1,0.46
-- area by class of cell --
class                   count  area, um2  share of cell area
clock buffers              10        118              0.0582
clock inverters             1       3.75             0.00186
multi-input cells          48        412               0.204
flip-flops and latches     40       1120               0.555
well taps                  48       60.1              0.0297
repair buffers             31        305               0.151
-- Yosys cell counts (2+ instances only) --
master and n:
and2_1 8, buf_4 2, dfxtp_1 8, edfxtp_1 32, mux2i_1 16, nor3b_1 2
o221ai_1 7, or3b_2 8
-- worst max path at each step --
| stage | start | to | slack, ns | depth (start not counted) |
|---|---|---|---|---|
| after global routing | r_en | data_out1[3] | 0.12 | 4 |
| final | rst2 | dpram[3][5] | 0.19 | 3 |
| after CTS | rst2 | dpram[3][6] | 0.19 | 3 |
-- cell families after synthesis --
family                 count (synthesis)  synth area share
and+or+nand+nor                       24             0.112
DFF                                   40             0.717
muxes                                 16             0.102
buffers and inverters                  4            0.0200
AOI/OAI and AO/OA                      8            0.0488
-- routing by layer --
layer	GRT usage	up-vias	wire [um]
met5	0	-	0
met4	0.0389	0	63
met3	0.0839	7	273
met2	0.209	44	1140
met1	0.174	403	907
li1	-	433	-
Power is estimated from default activity; no workload was simulated.
