**flow/run.sh**
```bash
#!/bin/bash
# OpenROAD 26Q1-2900-gdf79404cd8, Yosys 0.63+post, stock flow scripts
make -C /OpenROAD-flow-scripts/flow DESIGN_CONFIG=/design/flow/config.mk WORK_HOME=/design/flow/orfs finish
```
**flow/config.mk**
```make
export PLATFORM = sky130hd
export DESIGN_NAME = digital_clk
export DESIGN_NICKNAME = digital_clk
export VERILOG_FILES = /design/flow/design.v
export SDC_FILE = /design/flow/constraint.sdc
export NUM_CORES = 4
export LEC_CHECK = 1
export CORE_AREA = 10 10 91 91
export DIE_AREA = 0 0 101 101
```
**flow/constraint.sdc**
```tcl
current_design digital_clk

set clk_period 3.5
set clk_io_pct 0.2

create_clock -name clk0 -period $clk_period [get_ports {clk}]

set non_clock_inputs [all_inputs -no_clocks]
set_input_delay [expr $clk_period * $clk_io_pct] -clock clk0 $non_clock_inputs
set_output_delay [expr $clk_period * $clk_io_pct] -clock clk0 [all_outputs]
```
**flow/design.v**
```verilog
module digital_clk(
  input clk,
  input rst,
  output reg [5:0]seconds,
  output reg [5:0]minutes,
  output reg [4:0]hours
);
  always@(posedge clk)begin
    if(rst)begin
      seconds <= 0 ;
      minutes <= 0 ;
      hours   <= 0 ;
    end
    else begin
      if(seconds == 59)begin
        seconds <= 0 ;
        if(minutes == 59)begin
          minutes <= 0 ;
          if(hours == 23)begin
            hours <= 0;
          end
          else begin
            hours <= hours+1 ;
          end
        end
        else begin
          minutes <= minutes+1;
        end
      end
      else begin
        seconds <= seconds+1 ;
      end
    end
  end     
endmodule
```
==> Changelog: implementation <==
## Implementation

- Top-count cell post-synth: dfxtp_1
- Top cells, area: dfxtp_1 42%, xnor2_1 6.5%, nor2_1 5.1%
- Crit path max-delay cell type: clkdlybuf4s50_1
- Gate power share: 4.5%
- Clock Sinks: 17
- Ys async rst share: 0%
- DR pass1 iterations: 4
- Hold Startpoint: seconds[0]
- Fin. max-slew vios: 0
- Leak: 0.000424 uW
- Area growth from synthesis to layout: 39.6%
- GRT Util Overall: 3.93%
- Highest Clock Rate: 0.512 GHz
- Instance area at placement: 1070 um2
- Sequential share of power: 54.8%
- WL/cell: 10.4 um
- Mapped Cells: 83
- Final hold slack: 0.466 ns
- Maximum root-to-sink buffer count: 2
- Hold_buf cts: 0
- Synth Seq Share: 42.4%
- Chip area in the Yosys report: 803 um2
- Worst EP required: 2.80 ns
- Via count: 651
- Top FF cell, synth: dfxtp_1
- Number of I/O port buffers: 18
- TNS Setup: 0 ns
- Max layer used: met4
- Fp util: 12.7%
- Internal power: 285 uW
- WHS Endpoint: seconds[0]
- Endpoint type of the worst setup path: output pin
- Area fraction of the dominant cell type after synthesis: 42.4%
- Crit path buffers/inverters: 1
- Die area: 10200 um2
- Count of tool warnings: 25
- Seq cells post-synth: 17
- CP Launch Type: flip-flop
- RSZ-0062 raised after global routing: false
- DIE HEIGHT: 101 um
- CTS tree: built
- N_diodes: 0
- Max IR drop VDD: 0.271 mV
- Yosys top cell by area: dfxtp_1
- Cell area after layout: 1120 um2
- Top delay family on crit path: buffers and inverters
- Post-CTS Setup Bufs: 0
- GR Overflow Total: 0
- Max Clock Skew: 0.00560 ns
- WL final: 1890 um
- Max H-tree Level: 1
- Slowest stage delay, CP: 0.53 ns
- Max Cap Violations: 0
- Power share of the clock group: 40.7%
- Pin count of the biggest net entering global routing: 11
- Synth warn: 1
- DP HPWL: 1490 um
- Crit path cell chain: clkdlybuf4s50_1
- Clk pin slew, worst setup/hold paths: 0.06 ns
- Metal-1 WL: 940 um
- Residual DRC count: 0
- IO Pins: 19
- Rel. slew slack: 77.8%
- Met3 Wirelength: 149 um
- # Cells Yosys: 83
- DRT antenna net count: 0
- Post-cts resize count: 0
- Synth top cells by count: 17 x dfxtp_1, 11 x nor2_1, 6 x nand3_1, 6 x xnor2_1
- Number of enable flip-flop cells: 0
- Reg2reg setup slack: 1.93 ns
- Final number of setup-violating endpoints: 0
- Met2 WL: 778 um
- Core footprint: 6350 um2
- Late-Pin Clk Latency: 0.25 ns
- Standard-cell row count: 29
- Crit path DAT: 1.25 ns
- Share of post-route cells with drive strength above 1: 12.5%
- Worst r2r src: seconds[0]
- Synth cell types: 29
- Syn_area_per_cell: 9.68 um2
- Vias in the first global route: 633
- Final hold violations: 0
- Initial antenna violation count: 0
- Root Buffer: clkbuf_8
- Final min period: 1.95 ns
- Synthesized area: 803 um2
- Switching fraction of total power: 21.8%
- Pre-CTS setup slack: 1.59 ns
- PD cells: 325 nW/um2
- Reg2reg end: seconds[5]
- DR iter-0 viols: 36
- CP max FO: 6
- Final period util: 55.8%
- Path depth of the worst reg2reg path: 5
- Switching power total: 79.5 uW
- Hold depth: 1
- Slew @ Worst Pin: 0.334 ns
- Final WS setup: 1.55 ns
- HP Class: flip-flop to flip-flop
- First-pass GRT wire length: 3250 um
- Kind of critical path: flip-flop to output pin
- Cts bufs inserted: 3
- Via/cell ratio: 3.60
- Final RePlAce weighted congestion: 0.754
- Die width: 101 um
- Status: complete, no violations
[sequential cells by signal, summed over array words and instances (netlist names)]
| name | cells |
|---|---|
| minutes | 6 |
| seconds | 6 |
| hours | 5 |
[through the flow]
stage | utilization, % | std cells | total power (uW)
6_report | 17.7 | 181 | 365
3_3_place_gp | 16.9 | 177 | 221
5_1_grt | 17.7 | 181 | 379
2_1_floorplan | - | 83 | 211
4_1_cts | 17.7 | 181 | 370
3_5_place_dp | 16.9 | 177 | 221
[power groups by stage]
stage	sequential, uW	clock (uW)	combinational, uW
CTS	200	154	16.8
global route	200	160	18.5
finish	200	148	16.5
[routing by layer]
layer	vias to the layer above	GRT usage (%)
met5	-	0
met4	0	0.322
met3	2	1.94
met2	15	5.70
met1	302	5.37
li1	332	-
[kinds of logic (layout without fill, tap and decap cells)]
logic type / Yosys count / in the layout / synth area share, %
AOI/OAI and AO/OA: 8 / 8 / 5.76
DFF: 17 / 17 / 42.4
buffers and inverters: 4 / 25 / 2.02
muxes: 2 / 2 / 2.49
adders and majority gates: 3 / 3 / 4.67
xor gates and xnor gates: 9 / 9 / 9.81
and+or+nand+nor: 40 / 40 / 32.9
[area by class of cell]
cell class / count / area, um2
clock buffers: 3 / 41.3
clock inverters: 1 / 5.00
fillers: 687 / 5230
inverters: 3 / 11.3
multi-input cells: 62 / 447
flip-flops and latches: 17 / 340
well taps: 77 / 96.3
repair buffers: 18 / 180
[cell usage in the layout (no fill, tap or decap), drive strengths merged, types with 3 or more instances in the layout]
master / n
nor2: 14
dfxtp: 17
inv: 3
clkbuf: 3
xor2: 3
o21ai: 3
clkdlybuf4s50: 18
nand3: 6
ha: 3
nand2: 3
xnor2: 6
nand4: 3
[how the worst max path moves through the flow]
stage,startpoint,end,slack (ns),cells after the start
CTS,seconds[3],seconds[3],1.52,1
global route,seconds[3],seconds[3],1.46,1
finish,seconds[3],seconds[3],1.55,1
No activity file was given, so power comes from the tool's default toggle rates.
