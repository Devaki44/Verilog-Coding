File: /design/flow/config.mk
export PLATFORM = sky130hd
export DESIGN_NAME = wptr_handler
export DESIGN_NICKNAME = wptr_handler
export VERILOG_FILES = /design/flow/design.v
export SDC_FILE = /design/flow/constraint.sdc
export NUM_CORES = 4
export LEC_CHECK = 1
export CORE_AREA = 10 10 70 70
export DIE_AREA = 0 0 80 80
File: /design/flow/constraint.sdc
current_design wptr_handler

set clk_period 2.0
set clk_io_pct 0.2

create_clock -name clk0 -period $clk_period [get_ports {w_clk}]

set non_clock_inputs [all_inputs -no_clocks]
set_input_delay [expr $clk_period * $clk_io_pct] -clock clk0 $non_clock_inputs
set_output_delay [expr $clk_period * $clk_io_pct] -clock clk0 [all_outputs]
File: /design/flow/design.v
module wptr_handler #(parameter PTR_WIDTH = 4)(
  input w_clk,w_en,w_rst,
  input [PTR_WIDTH-1 :0]g_rptr_sync,
  output reg [PTR_WIDTH-1 :0]b_wptr,g_wptr,
  output reg full);
  reg [PTR_WIDTH-1 :0]b_wptr_next;
  reg [PTR_WIDTH-1 :0]g_wptr_next;
  wire wfull;
  always@(posedge w_clk)begin
    if(w_rst)begin
      b_wptr <= 0;
      g_wptr <= 0;
      full   <= 0;
    end
    else begin
      b_wptr <= b_wptr_next ;
      g_wptr <= g_wptr_next ;
      full   <= wfull       ;
    end
  end
  assign b_wptr_next = b_wptr + (w_en & !full);
  assign g_wptr_next = (b_wptr_next >> 1)^(b_wptr_next) ;
  assign wfull = (g_wptr_next == {~g_rptr_sync[PTR_WIDTH-1:PTR_WIDTH-2], g_rptr_sync[PTR_WIDTH-3:0]});
endmodule
File: /design/flow/run.sh
#!/bin/bash
# OpenROAD 26Q1-2900-gdf79404cd8, Yosys 0.63+post, stock flow scripts
make -C /OpenROAD-flow-scripts/flow DESIGN_CONFIG=/design/flow/config.mk WORK_HOME=/design/flow/orfs finish
==> results_dict.tcl <==
# collected from the flow reports
set metrics [dict create \
    warning_count 25 \
    cts_buffers 3 \
    clock_skew_ps 1.44 \
    fin_crit_ps 1640 \
    p_leak_nw 0.273 \
    hold_viol 0 \
    start_kind "flip-flop" \
    grt_max_degree 9 \
    power_uw 433 \
    die_h_um 80 \
    relSlewSlack_pct 81.0 \
    end_kind "flip-flop" \
    rows 21 \
    finalSetupViolCount 0 \
    numSynthFlops 8 \
    grt_antenna_before_repair 0 \
    cts.sinks 8 \
    postSynthAreaPerCell_sq_um 11.7 \
    crit_type "reg -> reg" \
    vias 296 \
    power_per_cell_area_nw_per_um2 614 \
    crit_arrival_ps 1810 \
    yosys_cells 34 \
    ys_area_sq_um 397 \
    critPathMaxStageDelay_ps 390 \
    initCoreUtil_pct 11.6 \
    num_antenna_cells 0 \
    fill_cells 380 \
    max_freq_ghz 0.608 \
    overflow 0 \
    cts-root-buf "clkbuf_4" \
    die-area_sq_um 6400 \
    mostFrequentLayoutCell "clkdlybuf4s50_1" \
    finalSetupTns_ps 0 \
    cts-htree-levels 1 \
    path_delay_family "XOR/XNOR gates" \
    io_pins 16 \
    final-max-slew-violation-count 0 \
    rsz0062_at_grt "no" \
    clk_latency_ps 250 \
    drv_cap 0 \
    drc 0 \
    ir_worst_vdd_mv 0.170 \
    worst_path_most_repeated_cell "ha_4" \
    antenna_left 0 \
    cp.required_ps 2160 \
    clockBufferDepth 2 \
    yosysWarnings 3 \
    io_buffers 15 \
    synth_cells 34 \
    grt_pass1_wl_um 1590 \
    ys_seq_share_pct 40.4 \
    drive_gt1_share_pct 25.5 \
    cts_tree "done" \
    gp_congestion 0.721 \
    coreArea_sq_um 3420 \
    fin_crit_sh_pct 82.2 \
    crit_path_cell_trace "nor2b_4, ha_4, ha_4, xnor3_1, xnor2_2, nor4_2" \
    wl_per_cell_um 9.41 \
    syn_area_sq_um 397 \
    routed_wl_um 950 \
    critPathMaxFanout 3 \
    die_w_um 80 \
    syn_to_final_growth_pct 77.9 \
    path_clk_slew_ps 50 \
    dp_hpwl_um 778 \
    first_pass_iters 3 \
    vias_per_cell 2.93 \
    first_iter_violations 22 \
    ys_types 12 \
    layout_top_cells "clkdlybuf4s50_1, dfxtp_1, xnor2_1, nor2_1, buf_4" \
    slowest_stage "xnor3_1" \
    grt_use_total_pct 3.29 \
    worst_pin_slew_ps 284 \
    status "completed" \
    path_buffers 0 \
    hold_class "reg -> reg" \
    grt_pass1_vias 326 \
]
-- metrics by stage --
| step | instances | setup WS (ps) | instance area (sq um) | utilization (%) | hold slack [ps] |
|---|---|---|---|---|---|
| final | 101 | 355 | 706 | 20.7 | 566 |
| after global routing | 101 | 268 | 706 | 20.7 | 619 |
| after CTS | 100 | 20.9 | 674 | 19.7 | 577 |
| after detailed placement | 97 | -317 | 619 | 18.1 | 559 |
| after global placement | 97 | -332 | 619 | 18.1 | 559 |
| after floorplan | 34 | 123 | 397 | - | 472 |
-- sequential cells by signal (all words and copies together) (netlist names) --
name / count
b_wptr: 4
full: 1
g_wptr: 3
-- where the power goes --
group | total, mW | leakage, nW | internal [mW] | switching [mW]
sequential | 0.183 | 0.0653 | 0.173 | 0.00924
combinational | 0.132 | 0.194 | 0.0919 | 0.0396
clock | 0.119 | 0.0138 | 0.0684 | 0.0506
-- worst paths after layout --
kind	startpoint	to	slack [ps]	cells after the start
setup / recovery	full	full	360	6
hold / removal	b_wptr[2]	b_wptr[2]	570	2
setup reg to reg	full	full	360	6
hold reg to reg	b_wptr[2]	b_wptr[2]	570	2
-- tightest hold or removal path: stages (launching register included) --
cell,delay [ps]
dfxtp_1,340
xnor2_1,150
nor2_1,40
-- what timing repair did --
item                       4_1_cts  5_1_grt
hold buffers                     0        0
pin swaps                        4        3
resized                          5        4
gates cloned                     0        0
setup buffers                    0        1
setup endpoints to repair        1        1
-- metal layers --
layer	up-vias	track usage (%)	wire length (um)
li1	154	-	-
met1	129	3.79	394
met2	13	4.49	410
met3	0	3.18	144
met4	0	0.176	0
met5	-	0	0
-- layout make-up --
cell class,instances,area [sq um],area share [%]
Tap cell,46,57.6,8.16
Sequential cell,8,160,22.7
Multi-Input combinational cell,25,283,40.1
Clock buffer,3,22.5,3.19
Timing Repair Buffer,19,183,25.9
-- cells in the mapped netlist --
library cell / count / share of area (%)
a21boi_2: 1 / 2.8
buf_4: 1 / 1.9
dfxtp_1: 8 / 40
ha_1: 2 / 6.3
nand2b_1: 1 / 1.6
nand3_1: 1 / 1.3
nor2_1: 5 / 4.7
nor2b_1: 3 / 4.7
nor4_1: 1 / 1.6
xnor2_1: 6 / 13
xnor3_1: 3 / 17
xor2_1: 2 / 4.4
-- kinds of logic after synthesis --
family	Yosys count	synth area share, %
xor+xnor	11	34.7
buf+inv	1	1.89
fa+ha+maj	2	6.31
flops	8	40.4
compound gates	1	2.84
simple gates	11	13.9
No activity file was given, so power comes from the tool's default toggle rates.
