`run.sh`:
```
#!/bin/bash
# OpenROAD 26Q1-2900-gdf79404cd8, Yosys 0.63+post, stock flow scripts
make -C /OpenROAD-flow-scripts/flow DESIGN_CONFIG=/design/flow/config.mk WORK_HOME=/design/flow/orfs finish
```
`config.mk`:
```
export PLATFORM = sky130hd
export DESIGN_NAME = fre_div
export DESIGN_NICKNAME = fre_div
export VERILOG_FILES = /design/flow/design.v
export SDC_FILE = /design/flow/constraint.sdc
export NUM_CORES = 4
export LEC_CHECK = 1
export CORE_AREA = 10 10 97 97
export DIE_AREA = 0 0 107 107
```
`constraint.sdc`:
```
current_design fre_div

set clk_period 3.2
set clk_io_pct 0.2

create_clock -name clk0 -period $clk_period [get_ports {clk}]

set non_clock_inputs [all_inputs -no_clocks]
set_input_delay [expr $clk_period * $clk_io_pct] -clock clk0 $non_clock_inputs
set_output_delay [expr $clk_period * $clk_io_pct] -clock clk0 [all_outputs]
```
`design.v`:
```
module fre_div(
  input clk,
  input rst,
  output reg out_clk);
  reg [25:0]count;
  always@(posedge clk)begin
    if(rst)begin
      count <= 0;
      out_clk <= 0;
    end
    else begin
      if(count == 2_499_999)begin
        count <= 0 ;
        out_clk <= ~out_clk ;
      end
      else begin
        count <= count + 1 ;
      end
    end
  end
endmodule
```
==> flow_metrics.env <==
# source this file to load flow results
export IMPL_cp_data_arrival_time_ns=2.33
export IMPL_die_y_um=107
export IMPL_num_antenna_cells=0
export IMPL_finalWorstSetupSlack_ns=1.03
export IMPL_antenna_found_initial=0
export IMPL_synthArstFlopShare_pct=0
export IMPL_hpwl_um=1640
export IMPL_edf_count=0
export IMPL_rsz0062_at_grt="no"
export IMPL_finClkSkew_ns=0.00161
export IMPL_worstPathRequired_ns=3.36
export IMPL_fp_dieArea_sq_um=11400
export IMPL_syn_to_final_growth_pct=13.3
export IMPL_grt_pass1_vias=929
export IMPL_layout_drive_gt1_share_pct=6.94
export IMPL_yosysTopAreaCellShare_pct=43.1
export IMPL_total_power_uw=544
export IMPL_fin_util_pct=19.5
export IMPL_cts_setup_buffers=0
export IMPL_holdBufCountCts=0
export IMPL_hold_violations=0
export IMPL_min_path_type="reg2reg"
export IMPL_fp_dieW_um=107
export IMPL_clock_root_buffer="clkbuf_8"
export IMPL_grt_first_pass_wirelength_um=4200
export IMPL_grt_max_degree=15
export IMPL_cts_max_level=1
export IMPL_clk_path_buf_depth=2
export IMPL_wl_um=2310
export IMPL_crit_type="reg2reg"
export IMPL_fin_area_sq_um=1420
export IMPL_via_per_inst=4.07
export IMPL_critPathSlowestCell="o21bai_2"
export IMPL_ys_area_sq_um=1250
export IMPL_holdWs_ns=0.461
export IMPL_tns_ns=0
export IMPL_warnings=25
export IMPL_ff_type="dfxtp_1"
export IMPL_synthTopCellsByArea="dfxtp_1 43%, xor2_1 8.4%, a21oi_1 4.8%"
export IMPL_grt_overflow=0
export IMPL_cts_buffers=3
export IMPL_drtIter0Drc=32
export IMPL_initial_utilization_pct=17.2
export IMPL_fmax_ghz=0.462
export IMPL_yosys_cells=142
export IMPL_p_leak_nw=0.438
export IMPL_vias=988
export IMPL_synth_top_cell_by_area="dfxtp_1"
export IMPL_yosys_top_cells_count="27 x dfxtp_1, 15 x nor2_1, 12 x a21oi_1, 12 x xor2_1, 10 x nand3_1"
export IMPL_place_ws_ns=1.02
export IMPL_cts_resized=0
export IMPL_cp_start_kind="flop"
export IMPL_slew_headroom_pct=63.3
export IMPL_irDropWorstVdd_mv=0.239
export IMPL_cts_tree="built"
export IMPL_crit_path_max_incr_delay_ns=0.49
export IMPL_synth_distinct_cells=28
export IMPL_wl_per_cell_um=9.51
export IMPL_status="finished clean"
export IMPL_ys_seq_share_pct=43.1
export IMPL_grt_use_total_pct=4.19
export IMPL_clkLatencyLatePin_ns=0.27
export IMPL_post_route_period_util_pct=67.7
export IMPL_yosysWarnings=1
export IMPL_path_clk_slew_ns=0.09
export IMPL_path_cells="ha_1 -> and4_1 -> nand4b_1 -> o21bai_2 -> buf_4 -> nor2_1"
export IMPL_syn_inst=142
export IMPL_clock_sinks=27
export IMPL_num_rows=31
export IMPL_postSynthAreaPerCell_sq_um=8.84
export IMPL_placed_area_sq_um=1380
export IMPL_powerDensity_nw_per_um2=383
export IMPL_tightest_slew_ns=0.550
export IMPL_yosysMostFrequentCell="dfxtp_1"
export IMPL_firstDrtPassIters=4
export IMPL_portBuffers=2
export IMPL_synth_area_sq_um=1250
export IMPL_worstSetupEndpointType="flop"
export IMPL_slew_viol_final=0
export IMPL_final_cells=243
export IMPL_critPathMaxFanout=14
export IMPL_coreArea_sq_um=7290
export IMPL_ioPinCount=3
export IMPL_drc=0
export IMPL_ant_nets=0
export IMPL_setup_violations=0
export IMPL_drv_cap=0
export IMPL_num_fill_cells=848
export IMPL_place_inst=239
export IMPL_period_needed_ns=2.17
export IMPL_synth_flop_count=27
export IMPL_place_congestion=0.791
## cell usage in the layout (no fill, tap or decap), drive strengths merged, types with 2 or more instances in the layout
cell / Yosys / final
o21ai: 9 / 9
clkbuf: 1 / 4
nand3: 10 / 10
nand2: 6 / 6
or4: 3 / 3
xor2: 12 / 12
and3: 2 / 2
clkdlybuf4s50: 0 / 2
o31ai: 3 / 3
and4: 7 / 7
nand4: 10 / 10
inv: 2 / 2
and2: 2 / 2
nor2: 15 / 15
a21oi: 12 / 12
or3: 9 / 9
dfxtp: 27 / 27
nor4: 2 / 2
## report_power, final
| group | switching (mW) | internal [mW] | total [mW] |
|---|---|---|---|
| logic | 0.00755 | 0.00534 | 0.0129 |
| clock network | 0.101 | 0.0890 | 0.190 |
| registers | 0.00270 | 0.339 | 0.342 |
## flip-flops by register name, summed over array words and instances (netlist names)
name     cells
count       26
out_clk      1
## worst paths after layout
kind	start	end	slack (ns)	depth (start not counted)
worst max-delay path	count[0]	count[11]	1.03	6
worst min-delay path	count[0]	count[0]	0.46	1
worst max register to register	count[0]	count[11]	1.03	6
worst min register to register	count[0]	count[0]	0.46	1
## kinds of logic after synthesis
kind of cell    share of synthesized area [%]
simple gates                             32.8
buf+inv                                  2.99
fa+ha+maj                               0.997
xor+xnor                                 9.07
compound gates                           11.1
flops                                    43.1
## cell type report
| class | count | area, sq um | share of cell area, % |
|---|---|---|---|
| multi-input combinational | 108 | 677 | 47.6 |
| sequential | 27 | 541 | 38.0 |
| tap | 99 | 124 | 8.71 |
| clock buffer | 4 | 45.0 | 3.17 |
| timing repair buffer | 3 | 27.5 | 1.94 |
| inverter | 2 | 7.51 | 0.528 |
## routing by layer
| metal | part of all wire, % | routed length, um | vias up | GRT usage [%] |
|---|---|---|---|---|
| met3 | 3.6 | 84 | 2 | 0.728 |
| met5 | 0 | 0 | - | 0 |
| met1 | 50 | 1170 | 442 | 5.83 |
| met2 | 45 | 1050 | 12 | 6.76 |
| li1 | - | - | 532 | - |
| met4 | 0.39 | 9 | 0 | 0.677 |
## critical path: cells and delay by family, from the launching register on
family / cells / cell delay, ns
DFF: 1 / 0.37
buffers and inverters: 1 / 0.29
adders and majority gates: 1 / 0.21
AOI/OAI and AO/OA: 1 / 0.49
and+or+nand+nor: 3 / 0.70
